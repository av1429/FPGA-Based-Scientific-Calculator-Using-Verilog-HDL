**flow/config.mk**
```make
export PLATFORM = sky130hd
export DESIGN_NAME = arithmetic_unit
export DESIGN_NICKNAME = arithmetic_unit
export VERILOG_FILES = /design/flow/design.v
export SDC_FILE = /design/flow/constraint.sdc
export NUM_CORES = 4
export LEC_CHECK = 1
export CORE_UTILIZATION = 40
```
**flow/constraint.sdc**
```tcl
current_design arithmetic_unit

set clk_period 121.5
set clk_io_pct 0.2

create_clock -name clk0 -period $clk_period

set non_clock_inputs [all_inputs -no_clocks]
set_input_delay [expr $clk_period * $clk_io_pct] -clock clk0 $non_clock_inputs
set_output_delay [expr $clk_period * $clk_io_pct] -clock clk0 [all_outputs]
```
**flow/design.v**
```verilog
module arithmetic_unit (
    input logic [2:0] op_sel,         
    input logic signed [15:0] a,      
    input logic signed [15:0] b,      
    output logic signed [31:0] result,  
    output logic valid                
);
    always_comb begin
        result = 0;
        valid = 1;
        case (op_sel)
            3'b000: result = a + b;     
            3'b001: result = a - b;     
            3'b010: result = a * b;     
            3'b011: begin              
                if (b != 0) begin
                    result = a / b;
                end else begin
                    result = 0;
                    valid = 0;        
                end
            end
            default: valid = 0;        
        endcase
    end
endmodule
```
**flow/run.sh**
```bash
#!/bin/bash
# OpenROAD 26Q1-2900-gdf79404cd8, Yosys 0.63+post, stock flow scripts
make -C /OpenROAD-flow-scripts/flow DESIGN_CONFIG=/design/flow/config.mk WORK_HOME=/design/flow/orfs finish
```
==> flow_summary.toml <==
# implementation run metrics
[setup_path]
end_kind = "output port"
cp-start-kind = "primary input"
slowest_delay_ns = 0.71
slowest_stage = "nor4_1"
critical_path_class = "in -> out"
path_common_cell = "ha_1"
cp_data_arrival_time_ns = 93.50
worstPathMaxFanout = 32
path_buffers = 44
critPathRequiredTime_ns = 97.20
cp_top_family = "AND-OR/OR-AND gates"

[die]
num_rows = 118
fp_util_pct = 40.5
core-area_um2 = 104000
die-area_um2 = 106000
die_width_um = 326
die_h_um = 326
io_pins = 68

[timing]
setup_viol = 0
fin_crit_sh_pct = 97.0
slew_viol_final = 0
layout_setup_ws_ns = 3.70
max_freq_mhz = 8.49
period_minus_slack_ns = 117.80
slew_headroom_pct = 28.8
hold_violations = 0
worst_pin_slew_ns = 1.07

[clock_network]
cts_hold_buf = 0

[synthesis]
yosysTopAreaCellShare_pct = 19.2
top_logic_kind = "adder cells"
synth_area_um2 = 42000
ys_sh_adder_pct = 31.8
yosys_cells = 5873
aoi_share_pct = 28.9
yosysMostFrequentCell = "ha_1"
yosys_warnings = 1
post_synth.cell_area_avg_um2 = 7.15
simple_gate_area_share_pct = 22.1
synth.area.mux_share_pct = 2.69
synthCells = 5873
synth_top_cell_by_area = "ha_1"
synth-xor-area-share_pct = 8.50
ys_area_um2 = 42000
top_cells_by_count = "ha_1 (646), nand2_1 (622), nor2_1 (515)"
ys_types = 100
ys_top_cells_by_area = "ha_1 (19%), fa_1 (13%), nand2_1 (5.6%)"
ys_seq_share_pct = 0

[detailed_routing]
antenna_left = 0
drc = 0
via_count = 45052
routed_wl_um = 170000
wl_per_cell_um = 22.4
vias_per_cell = 5.94
firstDrtPassIters = 6
first_iter_violations = 3741

[cells_and_area]
regArea_um2 = 0
clock_buffers = 0
drive_gt1_share_pct = 10.1
ff_count = 0
syn2layout_area_growth_pct = 13.3
instances_no_fill = 7587

[grt]
track_usage_pct = 32.0
grt_pass1_vias = 41470
grt_max_degree = 40
antenna_found_initial = 3
grt_pass1_wl_um = 258000
grt-ovfl-total = 0

[status]
status = "finished clean"

[placed_design]
port_buffers = 68
dp_slack_ns = -2.02
dp.cells = 7557
gp_congestion = 1.06
dp_hpwl_um = 141000

[worst_hold_path]
hold_path.class = "in -> out"

[run]
max_cap_viol_count = 0
openroad.warnings = 50
==> metal layers <==
metal | track usage (%) | up-vias | routed length (um)
met4 | 6.45 | 2 | 4390
met2 | 46.3 | 1732 | 69700
met1 | 48.2 | 21245 | 79300
li1 | - | 21841 | -
met3 | 8.24 | 232 | 16200
met5 | 0 | - | 13
==> logic make-up after synthesis <==
logic type,after synthesis
adder cells (fa/ha/maj),910
multiplexers,105
XOR/XNOR,407
other,2
AND/OR/NAND/NOR,1966
AND-OR/OR-AND,1813
buffers and inverters,670
==> cells in the final DEF (no fill, tap or decap), drive strengths merged, types with 24 or more instances in the layout <==
master / netlist / routed
ha: 646 / 646
nand2: 623 / 623
nor2: 515 / 515
inv: 469 / 468
a21oi: 433 / 433
o21ai: 334 / 334
buf: 40 / 313
fa: 264 / 264
xnor2: 255 / 255
nor3: 173 / 173
a21o: 164 / 164
xor2: 152 / 152
conb: 2 / 152
o21a: 147 / 147
nand3: 136 / 136
and2: 111 / 111
a31oi: 107 / 107
a211oi: 70 / 70
o211ai: 65 / 65
clkdlybuf4s50: 0 / 65
nand2b: 63 / 63
or3: 62 / 62
mux2: 62 / 62
nand4: 54 / 54
o21bai: 48 / 48
and3: 45 / 45
nor2b: 45 / 45
o31ai: 44 / 44
mux2i: 43 / 43
a21boi: 37 / 37
or2: 32 / 32
nor4: 31 / 31
o22ai: 25 / 25
a211o: 24 / 24
==> area by class of cell <==
class | count | area [um2]
diodes | 3 | 7.51
fillers | 10362 | 56200
inverters | 471 | 1770
multi-input cells | 5353 | 41000
well taps | 1380 | 1730
repair buffers | 380 | 3090
==> worst paths after layout <==
path,from,endpoint,slack [ns],depth (start not counted)
setup / recovery,b[0],result[10],3.70,311
hold / removal,op_sel[2],valid,49.89,3
==> timing repair <==
| action | CTS | global route |
|---|---|---|
| resized | 32 | 178 |
| endpoints found under the setup margin | 32 | 32 |
| gates cloned | 0 | 1 |
| pin swaps | 1 | 21 |
| buffers inserted | 1 | 25 |
==> through the flow <==
stage	hold WS (ns)	TNS, ns	util (%)	area [um2]
2_1_floorplan	48.63	0	-	42600
3_3_place_gp	49.88	-20.96	44.8	46500
3_5_place_dp	49.88	-34.15	44.8	46500
4_1_cts	49.88	0	45.0	46700
5_1_grt	49.94	-0.751	45.8	47600
6_report	49.89	0	45.9	47600

`design/flow/config.mk`:
```
export PLATFORM = sky130hd
export DESIGN_NAME = statistical_unit
export DESIGN_NICKNAME = statistical_unit
export VERILOG_FILES = /design/flow/design.v
export SDC_FILE = /design/flow/constraint.sdc
export NUM_CORES = 4
export LEC_CHECK = 1
export CORE_UTILIZATION = 30
```
`design/flow/constraint.sdc`:
```
current_design statistical_unit

set clk_period 11.4
set clk_io_pct 0.2

create_clock -name clk0 -period $clk_period

set non_clock_inputs [all_inputs -no_clocks]
set_input_delay [expr $clk_period * $clk_io_pct] -clock clk0 $non_clock_inputs
set_output_delay [expr $clk_period * $clk_io_pct] -clock clk0 [all_outputs]
```
`design/flow/design.v`:
```
module statistical_unit (
    input  wire signed [15:0] a,
    input  wire signed [15:0] b,
    input  wire [2:0] op_sel,
    output logic signed [31:0] result
);
    function automatic signed [31:0] mean(input signed [15:0] x, y);
        mean = (x + y) >>> 1;
    endfunction
    function automatic signed [31:0] max(input signed [15:0] x, y);
        max = (x > y) ? x : y;
    endfunction
    function automatic signed [31:0] min(input signed [15:0] x, y);
        min = (x < y) ? x : y;
    endfunction
    always_comb begin
        case (op_sel)
            3'b000: result = mean(a, b);
            3'b001: result = max(a, b);
            3'b010: result = min(a, b);
            default: result = 0;
        endcase
    end
endmodule
```
`design/flow/run.sh`:
```
#!/bin/bash
# OpenROAD 26Q1-2900-gdf79404cd8, Yosys 0.63+post, stock flow scripts
make -C /OpenROAD-flow-scripts/flow DESIGN_CONFIG=/design/flow/config.mk WORK_HOME=/design/flow/orfs finish
```
==> flow_metrics.env <==
# physical design summary
export IMPL_status="completed"
export IMPL_antenna_found_initial=0
export IMPL_ys_cells=236
export IMPL_sequentialPowerShare_pct=0
export IMPL_cts_resized=0
export IMPL_grt_usage_pct=14.5
export IMPL_timing_critical_path_mode_cell="clkdlybuf4s50_1"
export IMPL_rows=27
export IMPL_min_path_type="in2out"
export IMPL_setup_tns_ps=0
export IMPL_grt_pass1_vias=1621
export IMPL_p_leak_nw=1.01
export IMPL_path_max_fanout=17
export IMPL_fin_crit_sh_pct=68.0
export IMPL_drive_above_1_share_pct=3.52
export IMPL_coreArea_um2=5510
export IMPL_adder_share_pct=24.6
export IMPL_worstMarginPinSlew_ps=502
export IMPL_cpPeakStageDelay_ps=560
export IMPL_wl_per_cell_um=12.2
export IMPL_synth_warnings=1
export IMPL_drc=0
export IMPL_max_slew_margin_pct=66.4
export IMPL_die_height_um=77.5
export IMPL_cp_start_kind="input port"
export IMPL_gp_congestion=0.822
export IMPL_dpl_hpwl_mm=3.56
export IMPL_grt_max_degree=18
export IMPL_first_iter_violations=53
export IMPL_postCtsHoldBufs=0
export IMPL_swShare_pct=42.8
export IMPL_p_int_uw=61.5
export IMPL_p_sw_uw=45.9
export IMPL_areaGrowthSynthToFinish_pct=36.3
export IMPL_antennaDiodeCount=0
export IMPL_ys_sh_aoi_pct=29.9
export IMPL_grt_pass1_wl_mm=7.24
export IMPL_synth_area_um2=1710
export IMPL_die_width_um=77.5
export IMPL_log_warning_count=48
export IMPL_cpMaxStageDelayCell="clkdlybuf4s50_1"
export IMPL_drt_wl_total_mm=4.34
export IMPL_rsz0062_at_grt="no"
export IMPL_power_density_nw_per_um2=46.1
export IMPL_path_class="in2out"
export IMPL_finalHoldViolations=0
export IMPL_crit_arrival_ps=5480
export IMPL_mostFrequentLayoutCell="clkdlybuf4s50_1"
export IMPL_flop_area_um2=0
export IMPL_fp_utilization_pct=31.0
export IMPL_pwr_share_comb_pct=100.0
export IMPL_setup_viol=0
export IMPL_holdWs_ps=5660
export IMPL_chipArea_um2=6000
export IMPL_cts_setup_buffers=0
export IMPL_maxCapViolations=0
export IMPL_period_minus_slack_ps=7760
export IMPL_crit_path_end_kind="output pin"
export IMPL_syn_area_per_cell_um2=7.24
export IMPL_vias_per_cell=4.96
export IMPL_fillers=571
export IMPL_yosysUniqueCellTypes=50
export IMPL_synthTopLogicFamily="AND-OR/OR-AND gates"
export IMPL_drt_pass1_iterations=5
export IMPL_place_inst=356
export IMPL_simple_gate_area_share_pct=22.9
export IMPL_vias=1765
export IMPL_ys_sh_xor_pct=4.62
export IMPL_antenna_left=0
export IMPL_syn_inst=236
export IMPL_io_buffers=67
export IMPL_synthMuxAreaShare_pct=2.93
export IMPL_ys_area_um2=1710
export IMPL_finalPower_uw=107
export IMPL_clock_buffers=0
export IMPL_grt_ovfl_total=0
export IMPL_crit_chain="clkdlybuf4s50_1, inv_1, ha_1, nand4_1, nor4_2, a21bo_1, nor4b_4, o21ai_2, a31oi_1, nand3b_1, clkdlybuf4s50_1"
export IMPL_irDropWorstVdd_v=0.0000193
export IMPL_final_cell_mix="67 x clkdlybuf4s50_1, 32 x ha_1, 27 x inv_1"
export IMPL_ios=67
export IMPL_instances_no_fill=356
export IMPL_fmax_ghz=0.129
export IMPL_clockPowerShare_pct=0
export IMPL_slew_viol_final=0
export IMPL_postSynthSeqShare_pct=0
export IMPL_required_ps=9120
export IMPL_ff_count=0
-- cells in the mapped netlist, types with 3 or more instances --
cell type | n | area share, %
o21bai_1 | 4 | 1.8
xnor2_1 | 8 | 4.1
buf_4 | 16 | 7.0
inv_1 | 27 | 5.9
ha_1 | 32 | 23
nor2b_1 | 4 | 1.5
nand2_1 | 16 | 3.5
mux2i_1 | 5 | 2.9
o211ai_1 | 3 | 1.3
nor3_1 | 6 | 1.8
and2_1 | 4 | 1.5
a21oi_1 | 14 | 4.1
a221o_1 | 14 | 8.2
o21ai_0 | 9 | 2.6
nand3_1 | 5 | 1.5
nor2_1 | 22 | 4.8
or3_1 | 5 | 1.8
-- metrics by stage --
stage          util, %  worst slack [ps]  area [um^2]
2_1_floorplan        -              4700         1710
3_3_place_gp      42.3              3670         2330
3_5_place_dp      42.3              3610         2330
4_1_cts           42.3              3610         2330
5_1_grt           42.3              3360         2330
6_report          42.3              3640         2330
-- worst max-delay path, delay by kind of cell --
kind	cells	cell delay [ps]
adder cells (fa/ha/maj)	1	410
AND-OR/OR-AND	3	650
buffers and inverters	3	1110
AND/OR/NAND/NOR	4	1030
-- metal layers --
layer / share of wire (%) / vias to the layer above / GRT usage, %
met1: 51 / 784 / 20.9
li1: - / 935 / -
met4: 0 / 0 / 0
met5: 0 / - / 0
met2: 45 / 46 / 25.3
met3: 3.9 / 0 / 0.956
-- cell families after synthesis --
logic type	count (synthesis)
fa+ha+maj	33
xor+xnor	9
simple gates	74
buf+inv	48
compound gates	67
mux	5
-- power by group through the flow --
| stage | registers (mW) | logic [mW] | clock network (mW) |
|---|---|---|---|
| 4_1_cts | 0 | 0.108 | 0 |
| 5_1_grt | 0 | 0.119 | 0 |
| 6_report | 0 | 0.107 | 0 |
-- final timing paths --
check	startpoint	to	slack, ps	cells past startpoint
hold / removal	b[12]	result[12]	5660	3
setup / recovery	b[5]	result[26]	3640	11
-- final cells by class --
cell class / instances / area, um^2 / area share [%]
inverter: 27 / 101 / 4.35
multi-input combinational: 188 / 1450 / 62.3
tap: 72 / 90.1 / 3.87
timing repair buffer: 69 / 686 / 29.4
No activity file was given, so power comes from the tool's default toggle rates.

==> flow/design.v <==
module bitwise_unit (
    input logic [2:0] op_sel,         
    input logic signed [15:0] a,
    input logic signed [15:0] b,
    output logic signed [31:0] result
);
    always_comb begin
        case (op_sel)
            3'b000: result = a & b;        
            3'b001: result = a | b;        
            3'b010: result = a ^ b;        
            3'b011: result = ~a;           
            3'b100: result = a <<< b;      
            3'b101: result = a >>> b;      
            3'b110: result = (a < 0) ? -a : a;  
            default: result = 0;
        endcase
    end
endmodule
==> flow/run.sh <==
#!/bin/bash
# OpenROAD 26Q1-2900-gdf79404cd8, Yosys 0.63+post, stock flow scripts
make -C /OpenROAD-flow-scripts/flow DESIGN_CONFIG=/design/flow/config.mk WORK_HOME=/design/flow/orfs finish
==> flow/config.mk <==
export PLATFORM = sky130hd
export DESIGN_NAME = bitwise_unit
export DESIGN_NICKNAME = bitwise_unit
export VERILOG_FILES = /design/flow/design.v
export SDC_FILE = /design/flow/constraint.sdc
export NUM_CORES = 4
export LEC_CHECK = 1
export CORE_UTILIZATION = 40
==> flow/constraint.sdc <==
current_design bitwise_unit

set clk_period 5.9
set clk_io_pct 0.2

create_clock -name clk0 -period $clk_period

set non_clock_inputs [all_inputs -no_clocks]
set_input_delay [expr $clk_period * $clk_io_pct] -clock clk0 $non_clock_inputs
set_output_delay [expr $clk_period * $clk_io_pct] -clock clk0 [all_outputs]
==> flow_summary.json <==
{
  "seq_area_um2": 0,
  "dr_total_vias": 5213,
  "layout_min_cycle_time_ns": 5.75,
  "timing.hold.worst.class": "input port to primary output",
  "vdd.ir_drop.worst_mv": 0.0615,
  "power_frac_clock_pct": 0,
  "antenna_violations_before_repair": 0,
  "fp-utilization_pct": 41.3,
  "end_point_of_the_critical_path": "result[10]",
  "worstSetupStartpoint": "b[7]",
  "crit_path_launch_type": "input port",
  "grt_max_degree": 43,
  "synth.comb.largest_family": "AND-OR/OR-AND gates",
  "hold_violations": 0,
  "setup-tns-final_ns": 0,
  "grt_pass1_wl_mm": 30.5,
  "route.antenna.diode_count": 0,
  "die_w_um": 105,
  "switching_power_mw": 0.223,
  "drive_gt1_share_pct": 14.9,
  "drt_iter0_markers": 407,
  "worstPathArrival_ns": 4.57,
  "synthesis.area_per_instance_um2": 7.17,
  "leakage_power_of_the_design_nw": 1.95,
  "tool_warnings": 48,
  "ys_cells": 597,
  "die_h_um": 105,
  "critical_path.max_fanout": 18,
  "max_freq_mhz": 174,
  "filler_cell_count": 1045,
  "rsz0062_at_grt": "false",
  "combinational_power_share_pct": 100.0,
  "compound_area_share_pct": 30.2,
  "yosys_warning_count": 1,
  "maxCapViolCount": 0,
  "and_or_nand_nor_area_share_pct": 23.6,
  "clock_buffers": 0,
  "worstSetupPathType": "input port to primary output",
  "place.detailed.hpwl_mm": 15.7,
  "gr-usage-all-layers_pct": 37.4,
  "intPower_mw": 0.178,
  "syn-cell-area_um2": 4280,
  "finalClockPeriodUsage_pct": 97.4,
  "pin_count": 67,
  "sum_of_overflow_across_all_layers_after_global_routing": 0,
  "timing.hold.ws_ns": 3.51,
  "synth.yosys.chip_area_um2": 4280,
  "syn2layout_area_growth_pct": 17.9,
  "totalWireLength_mm": 20.1,
  "worstMarginPinSlew_ns": 0.869,
  "gpl.final_weighted_congestion": 1.07,
  "report.final.slew_viol_count": 0,
  "netlist_instances": 597,
  "seq_cells": 0,
  "maxSlewHeadroom_pct": 41.9,
  "synthDistinctLibCells": 74,
  "synth.yosys.seq_area_share_pct": 0,
  "setup_viol": 0,
  "wire_per_inst_um": 26.0,
  "dieArea_um2": 11100,
  "sequential_share_of_power_pct": 0,
  "fp.coreArea_um2": 10400,
  "status": "finished clean",
  "post_synth_xor_area_fraction_pct": 1.64,
  "drt-vias-per-instance": 6.75,
  "switching_share_pct": 55.7,
  "p_per_area_nw_per_um2": 79.4,
  "grt_pass1_vias": 4873,
  "drt.antenna.violating_nets": 0,
  "ys_sh_mux_pct": 24.1,
  "fp-row-count": 37,
  "port-buffer-count": 67,
  "synth.cellmix.adderShare_pct": 9.64,
  "drt-pass1-iter-count": 5,
  "crit_required_ns": 4.72,
  "setup.worst_path.end_class": "primary output",
  "drc_errors": 0
}
-- power groups by stage --
| stage | combinational [mW] | clock (mW) | sequential, mW |
|---|---|---|---|
| CTS | 0.393 | 0 | 0 |
| global route | 0.429 | 0 | 0 |
| finish | 0.401 | 0 | 0 |
-- metal layers --
metal | vias up | global-route usage, % | wire [µm]
li1 | 2344 | - | -
met1 | 2447 | 51.6 | 8140
met2 | 349 | 56.8 | 8770
met3 | 73 | 7.32 | 2140
met4 | 0 | 16.7 | 1060
met5 | - | 0 | 0
-- synthesized netlist by cell type, types with 16 or more instances --
| cell | instances | area share (%) |
|---|---|---|
| sky130_fd_sc_hd__a21oi_1 | 36 | 4.2 |
| sky130_fd_sc_hd__clkbuf_1 | 33 | 2.9 |
| sky130_fd_sc_hd__ha_1 | 33 | 9.6 |
| sky130_fd_sc_hd__inv_1 | 37 | 3.2 |
| sky130_fd_sc_hd__mux2_2 | 18 | 4.7 |
| sky130_fd_sc_hd__mux2i_1 | 40 | 9.4 |
| sky130_fd_sc_hd__mux4_2 | 19 | 10 |
| sky130_fd_sc_hd__nand2_1 | 53 | 4.6 |
| sky130_fd_sc_hd__nand3_1 | 17 | 2.0 |
| sky130_fd_sc_hd__nor2_1 | 45 | 3.9 |
| sky130_fd_sc_hd__nor3_1 | 16 | 1.9 |
| sky130_fd_sc_hd__o211ai_1 | 16 | 2.8 |
| sky130_fd_sc_hd__o21ai_0 | 38 | 4.4 |
-- stage by stage --
stage	std cells	setup slack (ns)	util (%)	total power [mW]	area, µm²
CTS	772	0.214	48.6	0.393	5040
global route	772	0.0624	48.7	0.429	5050
finish	772	0.153	48.7	0.401	5050
global placement	772	0.174	48.6	0.391	5040
floorplan	597	1.82	-	0.221	4280
detailed placement	772	0.237	48.6	0.391	5040
-- timing repair --
action                     CTS  global route
buffers inserted             0             0
hold buffers                 0             0
setup endpoints to repair    0             2
gates resized                0             1
-- how the worst min path moves through the flow --
stage / start / to / slack [ns] / cells after the start
6_report: op_sel[1] / result[24] / 3.51 / 7
5_1_grt: op_sel[1] / result[18] / 3.59 / 6
4_1_cts: op_sel[1] / result[24] / 3.50 / 7
-- final cells by class --
type / count / area (µm²) / share of cell area (%)
inverter: 41 / 154 / 3.05
multi-input combinational: 495 / 3820 / 75.8
tap: 136 / 170 / 3.37
timing repair buffer: 100 / 898 / 17.8
-- cells by family (layout without fill, tap and decap cells) --
group	count (synthesis)	in the layout
compound gates	182	182
xor+xnor	8	8
fa+ha+maj	33	33
buf+inv	102	141
mux	77	77
simple gates	195	195
-- cells in the final DEF, fill, tap and decap left out, types with 3 or more instances in the layout --
master / count
sky130_fd_sc_hd__a221oi_1: 3
sky130_fd_sc_hd__a21oi_1: 35
sky130_fd_sc_hd__o22ai_1: 9
sky130_fd_sc_hd__and2_1: 3
sky130_fd_sc_hd__or4_1: 3
sky130_fd_sc_hd__mux4_2: 19
sky130_fd_sc_hd__o32ai_1: 3
sky130_fd_sc_hd__o2111ai_1: 4
sky130_fd_sc_hd__mux2i_1: 40
sky130_fd_sc_hd__a31oi_1: 6
sky130_fd_sc_hd__nor2_1: 45
sky130_fd_sc_hd__ha_1: 33
sky130_fd_sc_hd__nand3_1: 17
sky130_fd_sc_hd__buf_2: 4
sky130_fd_sc_hd__nand2_1: 53
sky130_fd_sc_hd__clkinv_1: 4
sky130_fd_sc_hd__nor3_1: 16
sky130_fd_sc_hd__nand2b_1: 9
sky130_fd_sc_hd__a211oi_1: 15
sky130_fd_sc_hd__mux2_2: 18
sky130_fd_sc_hd__nand4_1: 9
sky130_fd_sc_hd__o31ai_1: 5
sky130_fd_sc_hd__nor4_1: 3
sky130_fd_sc_hd__clkdlybuf4s50_1: 63
sky130_fd_sc_hd__nor2b_1: 12
sky130_fd_sc_hd__or3_1: 4
sky130_fd_sc_hd__nor3b_1: 3
sky130_fd_sc_hd__xnor2_1: 8
sky130_fd_sc_hd__a31o_2: 3
sky130_fd_sc_hd__buf_4: 33
sky130_fd_sc_hd__o221ai_1: 6
sky130_fd_sc_hd__o211ai_1: 16
sky130_fd_sc_hd__o21ai_0: 38
sky130_fd_sc_hd__inv_1: 37
sky130_fd_sc_hd__a211o_1: 5
-- critical path: stages --
cell,delay (ns)
sky130_fd_sc_hd__clkdlybuf4s50_1,0.51
sky130_fd_sc_hd__nor4_4,0.73
sky130_fd_sc_hd__nand3_2,0.56
sky130_fd_sc_hd__a2111oi_4,0.67
sky130_fd_sc_hd__a2111oi_0,0.26
sky130_fd_sc_hd__o2111ai_1,0.15
sky130_fd_sc_hd__clkdlybuf4s50_1,0.49
Power and IR drop assume default switching activity.
